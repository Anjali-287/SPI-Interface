`./config.mk`:
```
export PLATFORM = sky130hd
export DESIGN_NAME = spi_master
export DESIGN_NICKNAME = spi_master
export VERILOG_FILES = /design/flow/design.v
export SDC_FILE = /design/flow/constraint.sdc
export NUM_CORES = 4
export LEC_CHECK = 1
export CORE_UTILIZATION = 40
```
`./constraint.sdc`:
```
current_design spi_master

set clk_period 4.2
set clk_io_pct 0.2

create_clock -name clk0 -period $clk_period [get_ports {mclk}]

set non_clock_inputs [all_inputs -no_clocks]
set_input_delay [expr $clk_period * $clk_io_pct] -clock clk0 $non_clock_inputs
set_output_delay [expr $clk_period * $clk_io_pct] -clock clk0 [all_outputs]
```
`./design.v`:
```
  module spi_master(mclk,reset,load, read,miso,start,data_in,data_out,mosi,sclk,cs);
  input mclk,reset,load,miso,start,read;
  input [7:0]data_in;
  output [7:0]data_out;
  output reg mosi,cs;
  output sclk;
  int count; 
  reg [7:0]shift_reg;
  reg [7:0]data_out_reg;
  assign data_out=read?data_out_reg:8'h00;
  assign sclk=mclk;
  always @(posedge sclk,negedge reset)
    if(!reset)
      begin
        shift_reg<=0;
        cs<=0;
        mosi<=0;
        data_out_reg<=0;
      end
    else 
      if(start) begin 
        if(load) begin
          shift_reg<=data_in;
          count<=0;
        end
        else if(read)
          data_out_reg<=shift_reg;
        else if(count<8)begin
          shift_reg<={miso,shift_reg[7:1]};
          mosi<=shift_reg[0];
          count<=count+1;
        end
      end
endmodule
```
`./run.sh`:
```
#!/bin/bash
# OpenROAD 26Q1-2900-gdf79404cd8, Yosys 0.63+post, stock flow scripts
make -C /OpenROAD-flow-scripts/flow DESIGN_CONFIG=/design/flow/config.mk WORK_HOME=/design/flow/orfs finish
```
==> results.json <==
{
  "overflow": 0,
  "ys_warn_count": 1,
  "core_area_um2": 6096,
  "layout.cells.non_filler": 339,
  "most_common_cell": "edfxtp_1",
  "viasPerCell": 5.342,
  "syn_area_um2": 2594,
  "grt_max_degree": 43,
  "tightest_slew_ns": 0.6181,
  "dieArea_um2": 6810,
  "finalHoldWorstSlack_ns": 0.5084,
  "status": "complete, no violations",
  "drv_cap": 0,
  "ioPinCount": 25,
  "min_path_type": "reg -> reg",
  "worst_ep_required_time_ns": 3.36,
  "fp.dieH_um": 82.53,
  "vdd_drop_max_uv": 224.9,
  "grt.total_usage_pct": 16.17,
  "setup_viol": 0,
  "power_density_nw_per_um2": 376.9,
  "syn_inst": 237,
  "synthArstFlopShare_pct": 34.69,
  "worst-path-buf-inv": 3,
  "ys_chip_area_um2": 2594,
  "dp_cells": 328,
  "drt_first_pass_iters": 4,
  "critPathLaunchType": "clock port",
  "fin_worst_skew_ns": 0.009455,
  "edf_count": 32,
  "yosysTopAreaCell": "edfxtp_1",
  "ys_seq_share_pct": 53.45,
  "timing.setup.tns_ns": 0,
  "cts_resized": 0,
  "diodes": 0,
  "finalHoldViolCount": 0,
  "path_clk_slew_ns": 0.08,
  "die_w_um": 82.53,
  "top_cell_area_share_pct": 37.05,
  "top_cells_by_count": "edfxtp_1 (32), nor2_1 (31), xor2_1 (18)",
  "endpoint_kind": "primary output",
  "wl_per_cell_um": 14.30,
  "hpwlAfterDp_um": 3134,
  "warning_count": 26,
  "fp_util_pct": 42.55,
  "drv_slew": 0,
  "area_delta_synth_final_pct": 17.61,
  "grt_pass1_vias": 1724,
  "numPortBuffers": 23,
  "cp_max_fo": 2,
  "crit_type": "clk -> out",
  "cts_tree": "done",
  "yosys-top-cells-area": "edfxtp_1 (37%), dfrtp_1 (16%), xor2_1 (6.1%)",
  "ys.flop_type": "edfxtp_1",
  "crit_path_cell_trace": "clkbuf_8 > clkbuf_8 > clkdlybuf4s50_1",
  "drc": 0,
  "yosysCellCount": 237,
  "num_rows": 28,
  "drtIter0Drc": 124,
  "place.gp.congestion": 0.7562,
  "drive_gt1_share_pct": 11.74,
  "p_leak_nw": 1.094,
  "routed_wl_um": 4848,
  "crit_top_cell": "clkbuf_8",
  "antenna_found_initial": 0,
  "rsz0062_at_grt": "false",
  "ys.flops": 49,
  "slowest_stage": "clkdlybuf4s50_1",
  "post-cts-setup-buffer-count": 0,
  "ant_nets": 0,
  "critPathMaxStageDelay_ns": 0.39,
  "slew-limit-headroom_pct": 58.67,
  "cts_hold_buf": 0,
  "clock_latency_ns": 0.40,
  "largest_reg_flops": 32,
  "postSynthAreaPerCell_um2": 10.94,
  "crit_family": "buffers and inverters",
  "grt_pass1_wl_um": 7935,
  "via_count": 1811,
  "worst_ep_arrival_time_ns": 2.71,
  "synth_cell_type_count": 35
}
-- cell families (layout without fill, tap and decap cells) --
kind of cell,after synthesis,in the layout,share of synthesized area [%]
AOI/OAI and AO/OA,29,29,6.223
DFF,49,49,53.45
other,1,1,0.1446
and+or+nand+nor,101,101,21.90
buffers and inverters,14,41,2.363
muxes,17,17,6.995
xor gates and xnor gates,25,25,8.442
adders and majority gates,1,1,0.4823
-- worst paths after layout --
| kind | startpoint | end | slack [ns] | cells after the start |
|---|---|---|---|---|
| setup / recovery | mclk | sclk | 0.65 | 3 |
| hold / removal | data_out_reg[7] | data_out_reg[7] | 0.51 | 1 |
| setup reg to reg | count[3] | count[2] | 1.82 | 6 |
| hold reg to reg | data_out_reg[7] | data_out_reg[7] | 0.51 | 1 |
| max in group asynchronous | reset | shift_reg[4] | 3.24 | 2 |
| min in group asynchronous | reset | data_out_reg[1] | 0.76 | 2 |
-- metrics by stage --
stage	instance area (µm²)	total power, mW	utilization, %	setup slack, ns
after floorplan	2594	0.6934	-	1.162
after global placement	2898	0.7672	47.54	0.8926
after detailed placement	2898	0.7688	47.54	0.8926
after CTS	3050	1.168	50.04	0.6334
after global routing	3050	1.213	50.04	0.6268
final	3050	1.150	50.04	0.6479
-- worst reg2reg max path: cells and delay by family (launching register included) --
kind | cells | cell delay (ns)
and+or+nand+nor | 3 | 0.83
DFF | 1 | 0.48
AOI/OAI and AO/OA | 1 | 0.13
buffers and inverters | 2 | 0.60
-- routing by layer --
layer / GRT usage [%] / routed length, µm / vias to the layer above
met4: 2.414 / 56 / 0
met3: 3.679 / 153 / 4
li1: - / - / 916
met2: 23.55 / 2123 / 31
met5: 0 / 0 / -
met1: 26.63 / 2514 / 860
-- final cells by class --
| cell class | instances | area [µm²] |
|---|---|---|
| sequential | 49 | 1386 |
| tap | 75 | 93.84 |
| fill | 547 | 3045 |
| multi-input combinational | 174 | 1146 |
| clock buffer | 12 | 162.7 |
| timing repair buffer | 26 | 250.2 |
| inverter | 3 | 11.26 |
-- power by group --
| group | total (mW) | switching, mW | internal [mW] | leakage, nW |
|---|---|---|---|---|
| clock network | 0.408 | 0.162 | 0.246 | 0.0821 |
| registers | 0.599 | 0.0332 | 0.566 | 0.488 |
| logic | 0.142 | 0.0535 | 0.0884 | 0.524 |
| total | 1.15 | 0.249 | 0.901 | 1.09 |
-- cells in the final DEF (no fill, tap or decap), types with 8 or more instances in the layout --
| cell | count |
|---|---|
| a21oi_1 | 14 |
| nand2_1 | 14 |
| dfrtp_1 | 17 |
| and2_1 | 8 |
| xor2_1 | 18 |
| a31oi_1 | 8 |
| nand4_1 | 13 |
| edfxtp_1 | 32 |
| mux2_2 | 9 |
| clkdlybuf4s50_1 | 23 |
| mux2i_1 | 8 |
| clkbuf_8 | 9 |
| nor2_1 | 31 |
Power figures rest on the tool's default switching activity, not on a simulated workload.
